===== design.v =====
`timescale 1ns/1ps
module i2c_fifo #(parameter         FIFO_WIDTH = 15,  
	                            FIFO_ADDR  = 9 )  
	(input                      i2c_clock_in   ,  
   	input                       i2c_reset_in   ,  
   	input                       wr_en_in       ,  
  	input                       rd_en_in       ,  
	input      [FIFO_WIDTH-1:0] data_in        ,  
	output reg [FIFO_WIDTH-1:0] data_out       ,  
   	output                      fifo_full      ,  
   	output                      fifo_empty        
	                                          );
	localparam FIFO_DEPTH = 1 << FIFO_ADDR;
	reg [FIFO_ADDR:0   ] fifo_count               ;  
	reg [FIFO_ADDR-1:0 ] rd_ptr                   ;  
	reg [FIFO_ADDR-1:0 ] wr_ptr                   ;  
	reg [FIFO_WIDTH-1:0] fifo_mem[0:FIFO_DEPTH-1] ;  
	wire valid_rd_en;  
	wire valid_wr_en;  
	assign valid_rd_en = rd_en_in && !fifo_empty;  
	assign valid_wr_en = wr_en_in && !fifo_full ;  
	assign fifo_full   = fifo_count == 10'd512  ;  
	assign fifo_empty  = fifo_count == 10'd0    ;  
	always @(posedge i2c_clock_in)
		begin
			if(i2c_reset_in)          
				fifo_count <= 9'd0;
			else if(valid_wr_en)  
				fifo_count <= fifo_count + 1'b1;
			else if(valid_rd_en)  
				fifo_count <= fifo_count - 1'b1;
			else
				fifo_count <= fifo_count;
		end
	always @(posedge i2c_clock_in)
		begin
			if(i2c_reset_in)
				begin
					rd_ptr <= 0;
					wr_ptr <= 0;
				end
			else 
				begin
					if(valid_wr_en)
						wr_ptr <= wr_ptr + 1'b1;
					else
						wr_ptr <= wr_ptr;
					if(valid_rd_en)
						rd_ptr <= rd_ptr + 1'b1;
					else
						rd_ptr <= rd_ptr;
				end
		end
	always @(posedge i2c_clock_in)
		begin
			if(valid_wr_en)     
				fifo_mem[wr_ptr] <= data_in;
			else
				fifo_mem[wr_ptr] <= fifo_mem[wr_ptr];
		end
	always @(posedge i2c_clock_in)
		begin
			if(i2c_reset_in)
				data_out <= 15'd0;
			else
				if(valid_rd_en)  
					data_out <= fifo_mem[rd_ptr];
				else
					data_out <= data_out;
		end
endmodule
`timescale 1ns/1ps
module i2c_fsm_controller(
	input            i2c_clock_in       ,  
	input            i2c_reset_in       ,  
	input            enable             ,  
	input            rw_bit             ,  
	input      [6:0] fifo_to_fsm_addr_in,  
	input      [7:0] fifo_to_fsm_data_in,  
	output reg [7:0] i2c_master_data_out,  
	inout            i2c_sda            ,  
	output           i2c_scl            ,  
	output           ready                 
					   );
	localparam STATE_IDLE  = 4'd0 ;  
	localparam STATE_START = 4'd1 ;  
	localparam STATE_ADDR  = 4'd2 ;  
	localparam STATE_RACK1 = 4'd3 ;  
	localparam STATE_WRITE = 4'd4 ;  
	localparam STATE_RACK2 = 4'd5 ;  
	localparam STATE_READ  = 4'd6 ;  
	localparam STATE_WACK  = 4'd7 ;  
	localparam STATE_STOP  = 4'd8 ;  
	reg [3:0] state         ;  
	reg [3:0] count         ;  
	reg [7:0] saved_addr    ;  
	reg [7:0] saved_data_wr ;  
	reg       i2c_scl_clk   ;  
	reg       sda_out       ;  
	reg       write_en      ;  
	assign i2c_sda = (write_en    == 1'b1) ? sda_out : 1'bz          ;  
	assign i2c_scl = (i2c_scl_clk == 1'b0) ? 1'b1    : ~i2c_clock_in ;  
	assign ready   = ((i2c_reset_in == 1'b0) && (state == STATE_IDLE)) ? 1'b1 : 1'b0;  
	always @(negedge i2c_clock_in)
		begin
			if(i2c_reset_in)
				i2c_scl_clk <= 1'b0;
			else if((state == STATE_IDLE) || (state == STATE_START) || (state == STATE_STOP))
				i2c_scl_clk <= 1'b0;
			else
				i2c_scl_clk <= 1'b1;
		end
	always @(posedge i2c_clock_in or posedge i2c_reset_in)
		begin
			if(i2c_reset_in)
				begin
					state               <= STATE_IDLE;
					i2c_master_data_out <= 8'd0      ;
					count               <= 4'd0      ;
				end
			else
				begin
					case(state)
						STATE_IDLE  : begin  
								if(enable) 
									begin
										state <= STATE_START;
									end
								else
									state <= STATE_IDLE;
							      end    
						STATE_START : begin  
								count         <= 4'd7                         ;
								state         <= STATE_ADDR                   ;
								saved_addr    <= {fifo_to_fsm_addr_in, rw_bit};
								saved_data_wr <= fifo_to_fsm_data_in          ;											
							      end    
						STATE_ADDR  : begin  
								if(count == 4'd0)
									state <= STATE_RACK1;
								else 
									begin
										count <= count - 1'b1 ;
										state <= STATE_ADDR   ;
									end
							      end    
						STATE_RACK1 : begin  
								if(i2c_sda == 1'b0)  
									begin
										count <= 4'd7;													
										if(saved_addr[0] == 1'b1) 
											state <= STATE_READ ;
										else
											state <= STATE_WRITE;
									end
								else   
									begin
										state <= STATE_STOP;
									end
							      end    
						STATE_WRITE : begin  
								if(count == 4'd0)
									state <= STATE_RACK2;
								else 
									begin
										count <= count - 1'b1;
										state <= STATE_WRITE ;
									end
						              end    
						STATE_RACK2 : begin  
								if((i2c_sda == 1'b0) && (enable == 1'b1))
									state <= STATE_IDLE;
								else
									state <= STATE_STOP;												
							      end    
						STATE_READ  : begin  
								i2c_master_data_out[count] <= i2c_sda;
								if(count == 4'd0)
									state <= STATE_WACK;
								else
									begin
										count <= count - 1'b1;
										state <= STATE_READ  ;
									end
							      end    
						STATE_WACK  : begin  
								state <= STATE_STOP;
							      end    
						STATE_STOP  : begin  
								state <= STATE_IDLE;
							      end    
					endcase
				end
		end
	always @(negedge i2c_clock_in or posedge i2c_reset_in)
		begin
			if(i2c_reset_in)
				begin
					write_en <= 1'b1;
					sda_out  <= 1'b1;
				end
			else
				begin
					case(state)
						STATE_IDLE  : begin  
								write_en <= 1'b1;
								sda_out  <= 1'b1;
							      end    
						STATE_START : begin  
								write_en <= 1'b1;
								sda_out  <= 1'b0;	
							      end    
						STATE_ADDR  : begin  
								write_en <= 1'b1             ;
								sda_out  <= saved_addr[count];											
							      end    
						STATE_RACK1 : begin  
								write_en <= 1'b0;
							      end    
						STATE_WRITE : begin  
								write_en <= 1'b1                ;
								sda_out  <= saved_data_wr[count];	 										
							      end    
						STATE_RACK2 : begin  
								write_en <= 1'b0;
							      end    
						STATE_READ  : begin  
								write_en <= 1'b0;
							      end    
						STATE_WACK  : begin  
								write_en <= 1'b1;
								sda_out  <= 1'b0;											
							      end    
						STATE_STOP  : begin  
								write_en <= 1'b1;
								sda_out  <= 1'b1;											
							      end    
					endcase
				end
		end
endmodule
`timescale 1ns/1ps
module i2c_master_controller(
	input        i2c_clock_in      ,  
	input        i2c_reset_in      ,  
	input        i2c_start         ,  
	input        rw_bit            ,  
	input  [6:0] i2c_master_addr_wr,  
	input  [7:0] i2c_master_data_wr,  
	output [7:0] i2c_master_data_rd,  
	output       fifo_full         ,  
	output       ready_out         ,  
	inout        i2c_sda_inout     ,  
	inout        i2c_scl_inout        
				      );
	localparam DSIZE = 15;
	localparam ASIZE = 9 ;
	wire [14:0] fifo_data_in  ;  
	wire [14:0] fifo_data_out ;  
	wire [6:0]  fsm_addr_in   ;  
	wire [7:0]  fsm_data_in   ;  
	wire        empty         ;  
	wire        ready_in      ;  
	wire        vld_master_en ;  
	assign fifo_data_in  = {i2c_master_addr_wr, i2c_master_data_wr};  
	assign fsm_addr_in   = fifo_data_out[14:8];  
	assign fsm_data_in   = fifo_data_out[7:0] ;  
	assign ready_out     = ready_in           ;  
	assign vld_master_en = ~empty & ready_in  ;  
	i2c_fsm_controller i2c_fsm_controller_inst
	(.i2c_clock_in        (i2c_clock_in)      ,  
	 .i2c_reset_in        (i2c_reset_in)      ,  
	 .enable              (vld_master_en)     ,  
	 .rw_bit              (rw_bit)            ,  
	 .fifo_to_fsm_addr_in (fsm_addr_in)       ,  
	 .fifo_to_fsm_data_in (fsm_data_in)       ,  
	 .i2c_master_data_out (i2c_master_data_rd),  
	 .i2c_sda             (i2c_sda_inout)     ,  
	 .i2c_scl             (i2c_scl_inout)     ,  
	 .ready               (ready_in)             
	                                         );
	i2c_fifo #(.FIFO_WIDTH (DSIZE)          ,  
		   .FIFO_ADDR  (ASIZE)             
		  ) i2c_fifo_inst
	          (.i2c_clock_in (i2c_clock_in) ,  
		   .i2c_reset_in (i2c_reset_in) ,  
		   .wr_en_in     (i2c_start)    ,  
		   .rd_en_in     (vld_master_en),  
		   .data_in      (fifo_data_in) ,  
		   .data_out     (fifo_data_out),  
		   .fifo_full    (fifo_full)    ,  
		   .fifo_empty   (empty)           
				               );
endmodule

===== run.sh =====
#!/bin/bash
# OpenROAD 26Q1-2900-gdf79404cd8, Yosys 0.63+post, stock flow scripts
make -C /OpenROAD-flow-scripts/flow DESIGN_CONFIG=/design/flow/config.mk WORK_HOME=/design/flow/orfs finish

===== config.mk =====
export PLATFORM = sky130hd
export DESIGN_NAME = i2c_master_controller
export DESIGN_NICKNAME = i2c_master_controller
export VERILOG_FILES = /design/flow/design.v
export SDC_FILE = /design/flow/constraint.sdc
export NUM_CORES = 4
export LEC_CHECK = 1
export CORE_UTILIZATION = 40
export SYNTH_MEMORY_MAX_BITS = 65536

===== constraint.sdc =====
current_design i2c_master_controller

set clk_period 1824.3
set clk_io_pct 0.2

create_clock -name clk0 -period $clk_period [get_ports {i2c_clock_in}]

set non_clock_inputs [all_inputs -no_clocks]
set_input_delay [expr $clk_period * $clk_io_pct] -clock clk0 $non_clock_inputs
set_output_delay [expr $clk_period * $clk_io_pct] -clock clk0 [all_outputs]

==> impl_metrics.json <==
{
  "ys_types": 87,
  "async_flop_share_pct": 0.283,
  "ff_type": "edfxtp_1",
  "synth-edff-count": 7696,
  "fp.dieH_um": 867,
  "syn_avg_cell_area_um2": 22.2,
  "die_w_um": 867,
  "fp_util_pct": 40.2,
  "syn-instance-count": 13500,
  "postCtsSetupBuffers": 0,
  "cts_resized": 0,
  "detailed_place_hpwl_um": 540000,
  "ys_ff": 7762,
  "ios": 31,
  "gp_congestion": 0.918,
  "top_area_cell": "edfxtp_1",
  "ys_seq_share_pct": 77.6,
  "first-error": "[error] [KeplerFormal.cpp:679] Workflow failed: Iso has multiple drivers: .i2c_sda_inout0, i2c_sda_inout$_DFFE_NP1P_.Q0",
  "ys_area_um2": 300000,
  "dp_cells": 23700,
  "yosys-stat-cells": 13500,
  "placed_area_um2": 317000,
  "synth_area_um2": 300000,
  "topCellsByArea": "edfxtp_1 77%, mux4_2 14%, mux2i_1 2.2%",
  "rows": 317,
  "portBuffers": 28,
  "hold_buffers": 0,
  "yosys_warnings": 3,
  "status": "stopped before the end",
  "failed_stage": "clock tree synthesis",
  "pre_cts_ws_ns": 546.41,
  "top_area_share_pct": 77.1
}
[kinds of logic after synthesis]
family                   after synthesis  synth area share, %
XOR/XNOR                              21               0.0614
AND-OR/OR-AND                       1189                 2.73
buffers and inverters                835                 1.65
adder cells (fa/ha/maj)               18               0.0777
flip-flops                          7762                 77.6
multiplexers                        2534                 16.2
AND/OR/NAND/NOR                     1146                 1.61
[synthesized netlist by cell type (22+ instances only)]
| cell | count |
|---|---|
| a221oi_1 | 137 |
| mux2_2 | 26 |
| dfxtp_1 | 44 |
| nor2_1 | 644 |
| buf_8 | 33 |
| a211oi_1 | 59 |
| buf_4 | 67 |
| o211ai_1 | 46 |
| a22oi_1 | 151 |
| o21ai_0 | 162 |
| inv_1 | 22 |
| nor2b_1 | 27 |
| clkbuf_1 | 336 |
| edfxtp_1 | 7696 |
| nor3_1 | 42 |
| buf_2 | 194 |
| mux2i_1 | 650 |
| buf_1 | 64 |
| mux4_2 | 1856 |
| o22ai_1 | 91 |
| a31oi_1 | 32 |
| buf_6 | 107 |
| a21oi_1 | 252 |
| o221ai_1 | 74 |
| nand2_1 | 256 |
| nand3_1 | 72 |
